--- design/flow/design.v ---
module state_machine(
input clk, rst,
input [3:0] first_card, second_card, third_card, fourth_card,
output reg [1:0] nstate, cstate);
reg [6:0] sum;
parameter IDLE = 2'b00;
parameter UNDER18 = 2'b01;
parameter CLEAR18 = 2'b10;
parameter OVER18 = 2'b11;
always @ (posedge clk or negedge rst) begin
    if (!rst)
        cstate <= IDLE;
    else
        cstate <= nstate;
end 
always @ (*) begin
    if (!rst)
        nstate = IDLE;
    else begin
        case (cstate)
            IDLE : begin
                if (first_card + second_card + third_card + fourth_card == 0)
                    nstate = IDLE;
                else
                    nstate = UNDER18;
            end
            UNDER18 : begin
                if ((first_card + second_card + third_card + fourth_card) > 0 && (first_card + second_card + third_card + fourth_card) < 18)
                    nstate = UNDER18;
                else if (first_card + second_card + third_card + fourth_card == 18)
                    nstate = CLEAR18;
                else
                    nstate = OVER18;
            end
            CLEAR18 : nstate = IDLE;
            OVER18 : nstate = IDLE;
            default : nstate = IDLE;
        endcase
    end
end
endmodule
--- design/flow/run.sh ---
#!/bin/bash
# OpenROAD 26Q1-2900-gdf79404cd8, Yosys 0.63+post, stock flow scripts
make -C /OpenROAD-flow-scripts/flow DESIGN_CONFIG=/design/flow/config.mk WORK_HOME=/design/flow/orfs finish
--- design/flow/config.mk ---
export PLATFORM = sky130hd
export DESIGN_NAME = state_machine
export DESIGN_NICKNAME = state_machine
export VERILOG_FILES = /design/flow/design.v
export SDC_FILE = /design/flow/constraint.sdc
export NUM_CORES = 4
export LEC_CHECK = 1
export CORE_AREA = 10 10 70 70
export DIE_AREA = 0 0 80 80
--- design/flow/constraint.sdc ---
current_design state_machine

set clk_period 7.6
set clk_io_pct 0.2

create_clock -name clk0 -period $clk_period [get_ports {clk}]

set non_clock_inputs [all_inputs -no_clocks]
set_input_delay [expr $clk_period * $clk_io_pct] -clock clk0 $non_clock_inputs
set_output_delay [expr $clk_period * $clk_io_pct] -clock clk0 [all_outputs]
==> results.txt <==
yosys + openroad results -> Final Util 22.6%, Max VDD drop 0.0000335 V, count of tool warnings 25, Fmax 0.149 GHz, mean post-synth cell area 11.0 sq um, cts hold-fix bufs 0, Synth Seq Share between 10% and 20%, Root Buffer clkbuf_4, CP max-delay cell clkdlybuf4s50_1, Synth Cell Area 483 sq um, vias 404, Chip Area, Yosys 483 sq um, total global-route track usage 3.41%, largest net degree at the start of global routing 6, Hold WC Path Type flip-flop to flip-flop, logic area 418 sq um, H-tree level count 1, crit path cell chain clkdlybuf4s50_1 > fa_1 > fa_1 > ha_1 > inv_1 > fa_1 > nand2b_1 > a21oi_2 > nor2b_1 > a2111oi_1 > clkdlybuf4s50_1, total CTS buffers 3, diode count 0, Vias/cell 3.54, Power Density between 150 and 200 nW/um^2, dpl ws between 700 and 800 ps, wire per inst ~9.4 um, die area 6400 sq um, register name with the most flops cstate, Pleak approximately 0.00029 uW, Req. time, crit path 6080 ps, worst-margin pin slew 511 ps, # IOs 22, TNS Setup 0 ps, crit path max fanout 4, cell count in the Yosys report 44, first-pass GRT wire length 1.84 mm, CORE AREA about 3400 sq um, vias in the first global route 441, grt ovf 0, Clock Skews 4.65 ps, port bufs 21, max FFs per register 2, initial antenna violation count 0, post-cts sizing count 0, fp util 14.1%, crit path launch type input port, CTS tree done, Synth flops 2, Detail Route Antenna Nets 0, Layout fillers 378, clock-pin slew on the worst setup and hold paths 30 ps, Cell Count, Final, Fillers Out around 110, Residual DRC 0, CP bufs+invs 3, Crit path largest cell delay 570 ps, Final Hold Vio Count 0, final hold slack 560 ps, Top delay family on crit path adder cells, register area about 50 sq um, min Tclk post-route 6720 ps, Area growth syn-to-layout 60.1%, Placed Instances 111, fraction of layout cells with a size suffix above 1 between 10% and 20%, dpl hpwl 1.01 mm, most numerous logic cells after layout clkdlybuf4s50_1, fa_1, ha_1, Die Span Y 80 um, kind of critical path input port to primary output, biggest regs cstate: 2 flops, Late-Pin Clk Latency 220 ps, status complete, no violations, period utilisation layout 88.4%, YS warnings 1, number of max-cap violations 0, cells after synthesis 44, most numerous logic cell after layout clkdlybuf4s50_1, Iter 0 DRT Violations 19, chip width around 80 um, max-slew violations 0, Bufs on Longest Clock Path 2, CP endpoint kind primary output, CP dominant cell by count fa_1, Final setup viols 0, fin worst setup slack 883 ps, post-CTS setup buffers 0, WL final 1.07 mm, max_slew headroom between 60% and 70%, FP Rows 21, First-pass DRT Iterations 2, CTS Sinks 2, Arrival @ worst endpoint 5200 ps, RSZ-0062 raised after global routing false, Distinct cells, synth 24, GPL Wtd Cong 0.713
## final timing paths
path | start | slack [ps] | cells after the start | end
setup reg to reg | cstate[0]$_DFF_PN0_ | 6370 | 3 | cstate[0]$_DFF_PN0_
hold reg to reg | cstate[0]$_DFF_PN0_ | 560 | 2 | cstate[1]$_DFF_PN0_
max in group asynchronous | rst | 5990 | 1 | cstate[0]$_DFF_PN0_
min in group asynchronous | rst | 1470 | 1 | cstate[1]$_DFF_PN0_
hold / removal | cstate[0]$_DFF_PN0_ | 560 | 2 | cstate[1]$_DFF_PN0_
setup / recovery | first_card[1] | 880 | 11 | nstate[1]
## stage by stage
step                instance area, sq um  power (uW)
floorplan                            483        77.2
global placement                     751         108
detailed placement                   751         109
CTS                                  773         134
global route                         773         148
finish                               773         131
## worst min-delay path: cells and delay by family (launching register included)
| kind | cells | cell delay (ps) |
|---|---|---|
| flops | 1 | 390 |
| compound gates | 1 | 60 |
| buf+inv | 1 | 70 |
## per-layer routing
| metal | routed length, um | track usage (%) | up-vias |
|---|---|---|---|
| met5 | 0 | 0 | - |
| met4 | 0 | 0.880 | 0 |
| met3 | 22 | 0.455 | 0 |
| met2 | 625 | 6.66 | 6 |
| li1 | - | - | 203 |
| met1 | 423 | 3.69 | 195 |
## logic make-up after synthesis
| family | Yosys count | share of synthesized area [%] |
|---|---|---|
| AOI/OAI and AO/OA | 7 | 15.8 |
| xor gates and xnor gates | 1 | 1.81 |
| adders and majority gates | 13 | 46.1 |
| buffers and inverters | 4 | 3.11 |
| DFF | 2 | 10.4 |
| and+or+nand+nor | 17 | 22.8 |
## synthesized netlist by cell type
cell type	instances	area share, %
a2111oi_1	1	2.1
a2111oi_4	1	5.7
a211oi_2	1	2.6
a21o_1	1	1.6
a21oi_2	1	1.8
and2_1	1	1.3
and3_4	1	2.3
dfrtp_1	2	10
fa_1	8	33
ha_1	5	13
inv_1	4	3.1
nand2_1	2	1.6
nand2b_1	2	2.6
nand3b_1	2	3.1
nor2_1	2	1.6
nor2b_1	2	2.6
nor3_1	1	1.0
nor4_1	1	1.3
nor4b_1	1	1.8
o21ai_0	1	1.0
o21ai_1	1	1.0
or2_2	1	1.3
or3_4	1	2.3
xor2_1	1	1.8
## power breakdown
| part | total, uW | internal (uW) | switching (uW) |
|---|---|---|---|
| logic | 93.3 | 49.2 | 44.1 |
| clock network | 22.6 | 17.4 | 5.26 |
| registers | 14.7 | 13.1 | 1.61 |
## area by class of cell
| type | count | area share [%] |
|---|---|---|
| Multi-Input combinational cell | 38 | 54.0 |
| Timing Repair Buffer | 21 | 27.2 |
| Tap cell | 46 | 7.44 |
| Sequential cell | 2 | 6.47 |
| Clock buffer | 3 | 2.91 |
| Inverter | 4 | 1.94 |
Power is estimated from default activity; no workload was simulated.
