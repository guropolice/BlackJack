File: config.mk
export PLATFORM = sky130hd
export DESIGN_NAME = LED_3s_gen
export DESIGN_NICKNAME = LED_3s_gen
export VERILOG_FILES = /design/flow/design.v
export SDC_FILE = /design/flow/constraint.sdc
export NUM_CORES = 4
export LEC_CHECK = 1
export CORE_UTILIZATION = 40
File: constraint.sdc
current_design LED_3s_gen

set clk_period 4.8
set clk_io_pct 0.2

create_clock -name clk0 -period $clk_period [get_ports {clk}]

set non_clock_inputs [all_inputs -no_clocks]
set_input_delay [expr $clk_period * $clk_io_pct] -clock clk0 $non_clock_inputs
set_output_delay [expr $clk_period * $clk_io_pct] -clock clk0 [all_outputs]
File: design.v
module LED_3s_gen (
    input clk,
    input rst,
    input start_pulse,
    output reg LED_3s
);
    reg [31:0] w_cnt;
    always @ (posedge clk or negedge rst) begin
        if (!rst) begin
            w_cnt <= 32'b0;
        end
        else begin
            if (w_cnt == 32'd299_999_999)    
                w_cnt <= 32'd0;
            else if (start_pulse)
                w_cnt <= 32'd1;
            else if (w_cnt != 0)
                w_cnt <= w_cnt + 32'd1;
            else
                w_cnt <= 32'd0;
        end
    end
     always @ (posedge clk or negedge rst) begin
        if (!rst) begin
            LED_3s <= 1'b0;
        end
        else begin
            if (start_pulse)
                LED_3s <= 1'b1;
            else if (w_cnt == 32'd299_999_999)    
                LED_3s <= 1'b0;
            else
                LED_3s <= LED_3s;
        end
    end
endmodule
File: run.sh
#!/bin/bash
# OpenROAD 26Q1-2900-gdf79404cd8, Yosys 0.63+post, stock flow scripts
make -C /OpenROAD-flow-scripts/flow DESIGN_CONFIG=/design/flow/config.mk WORK_HOME=/design/flow/orfs finish
==> job_summary.md <==
### Metrics collected by this job

| Metric | Value |
|---|---|
| Total CTS buffers | 5 |
| XOR Share, Synth | a little over 5% |
| Pre-CTS setup slack | around 2.4 ns |
| Die span in x | roughly 70 um |
| GRT Overall Usage | around 17% |
| Number of hold buffers added after cts | 0 |
| # rows | 24 |
| Synth Area in Adders | ~1.3% |
| FP Util | a little over two fifths |
| Pwr Total | around 0.55 mW |
| Fin. max-slew vios | 0 |
| Drt wl/cell | approximately 15 um |
| Worst Setup Start Kind | register |
| Commonest flop | dfrtp_1 |
| FMAX | between 400 and 500 MHz |
| Gpl congestion | ~0.8 |
| Logic area | around 950 um2 |
| Yosys top cell by area | dfrtp_1 |
| Final min period | about 2.4 ns |
| Vias in the first global route | 1380 |
| Crit path cell chain | and4_1, nand4_1, or4_1, a211oi_1 |
| Worst path top cell family by delay | simple AND/OR/NAND/NOR gates |
| Final setup violation count | 0 |
| Post-synth tally of flip-flops with integrated enable | 0 |
| Chip area | between 0.004 and 0.005 mm2 |
| RSZ-0062 raised after global routing | no |
| CP required | 4.99 ns |
| Asr flop ratio synth | roughly 100% |
| Largest stage delay, worst path | 0.63 ns |
| DR vias/cell | 6.06 |
| P_sw | 0.126 mW |
| Routed vias | about 1500 |
| Status | finished clean |
| Fillers | about 420 |
| Crit Path Category | register to register |
| Post-synthesis simple-gate area fraction | 29.0% |
| Flop pwr share | 52.2% |
| Router iterations before antenna repair | 20 |
| Layout area overhead | 6.83% |
| Mean Syn Cell Area | about 9.6 um2 |
| Sink Count | 33 |
| Pin count of the biggest net entering global routing | 34 |
| Reg area | 826 um2 |
| PwrDens | about 270 mW/mm2 |
| Setup Skew | 0.00486 ns |
| AND-OR/OR-AND Cells, Area Fraction | ~14% |
| Flops out of synthesis | 33 |
| Mux share | less than 1% |
| Int Pwr | 0.422 mW |
| Most frequent cell after synthesis | dfrtp_1 |
| CP endpoint kind | register |
| Max-cap violations | 0 |
| Initial DRC Count | 108 |
| TritonCTS clock tree | yes |
| Synthesis Warnings | 1 |
| Peak fanout along the critical path | 21 |
| Combinational Power Share | 6.6% |
| CTS H-tree depth | 2 |
| Placed cell count | ~240 |
| Comb area leader | simple AND/OR/NAND/NOR gates |
| Setup ws final | roughly 2.4 ns |
| Initial antenna violation count | 0 |
| HPWL after DPL | roughly 2500 um |
| Buf+Inv Stages, Crit Path | 0 |
| Post-Syn Area | 0.00189 mm2 |
| Fin. Hold Viols | 0 |
| Yosys Instances | around 200 |
| Synth unique cells | 34 |
| CTS root buffer | clkbuf_8 |
| YS chip area | around 0.0019 mm2 |
| Share of cells above drive strength 1 | about a tenth |
| Top-area cell type share of the netlist area | roughly 44% |
| CP max-delay cell | or4_1 |
| Lkg Pwr | around 0.75 nW |
| DRC viols | 0 |
| Final ANT Viol Nets | 0 |
| Total negative setup slack | 0 ns |
| Switching Fraction | approximately 23% |
| PostCTS Resize Cnt | 0 |
| Clock slew at the register clock pins of the worst setup and hold paths | roughly 0.070 ns |
| Syn Inst Count | between 150 and 200 |
| Worst slew margin | 42.7% |
| Gr ovfl total | 0 |
| Tightest Pin Transition | between 0.8 and 0.9 ns |
| Buffers on Ports | 3 |
| Clk latency late pin | roughly 0.28 ns |
| WL final | approximately 3700 um |
| Antenna fix cells | 0 |
| IO Count | 4 |
| Core ar. | between 0.004 and 0.005 mm2 |
| Tool warnings | 26 |
| Commonest cells post-synth | dfrtp_1 (33), nand4_1 (13), o31ai_1 (13), or4_1 (13), a21oi_1 (11) |
| Clock Tree Buf Depth | 2 |
| Finished Core Util | between 40% and 50% |
| Final period utilization | approximately half |
| Max IR drop VDD | 0.205 mV |
| Largest cells by area | dfrtp_1 (44%), o31ai_1 (5.2%), or4_1 (5.2%) |
| First-pass GRT wire length | 6620 um |
| Post-Layout Cell Count | between 200 and 250 |
| Share of power burned in the clock network | 41.2% |
| Worst min path class | register to register |
| Die Y | roughly 71 um |
| Arr. time, crit path | between 2 and 3 ns |
| Seq share, synth | a little over two fifths |
| Post-CTS setup buffer count | 0 |
worst paths after layout:
kind,from,end,slack [ns],cells past startpoint
hold / removal,LED_3s,LED_3s,0.53,2
max in group asynchronous,rst,w_cnt[1],3.42,2
setup reg to reg,w_cnt[5],w_cnt[23],2.43,4
min in group asynchronous,rst,w_cnt[3],1.08,2
hold reg to reg,LED_3s,LED_3s,0.53,2
setup / recovery,w_cnt[5],w_cnt[23],2.43,4
kinds of logic after synthesis:
logic type / count (synthesis)
flip-flops: 33
AND-OR/OR-AND: 40
AND/OR/NAND/NOR: 86
multiplexers: 1
buffers and inverters: 23
XOR/XNOR: 11
adder cells (fa/ha/maj): 2
power groups by stage:
stage	registers, mW	logic [mW]	clock network (mW)
after CTS	0.286	0.0365	0.235
after global routing	0.287	0.0402	0.245
final	0.286	0.0360	0.226
sequential cells by signal, summed over array words and instances (netlist names):
register / count
LED_3s: 1
w_cnt: 32
per-stage QoR:
step / cell area, um2 / hold WS (ns)
6_report: 2020 / 0.534
5_1_grt: 2020 / 0.563
4_1_cts: 2020 / 0.549
3_5_place_dp: 1910 / 0.540
3_3_place_gp: 1910 / 0.518
2_1_floorplan: 1890 / 0.474
worst reg2reg max path, cell delays in order, from the launching register on:
cell and delay [ns]:
dfrtp_1 0.45, and4_1 0.35, nand4_1 0.61, or4_1 0.64, a211oi_1 0.23
layout by cell type (no fill, tap or decap), drive strengths merged:
master / n
nor2b: 1
nand2: 10
mux2: 1
and2: 4
o21ai: 7
o31ai: 13
nor3: 7
clkbuf: 7
and4: 6
inv: 7
xor2: 9
or3: 5
a211oi: 8
nor4: 8
clkdlybuf4s50: 3
or4: 14
ha: 2
nand4: 14
dfrtp: 33
buf: 2
xnor2: 2
clkinv: 1
nor3b: 1
nand3: 9
a21oi: 12
nor2: 6
nor4b: 1
per-layer routing:
| metal | vias to the layer above | part of all wire, % | GRT usage (%) |
|---|---|---|---|
| met2 | 20 | 45 | 25.3 |
| met5 | - | 0 | 0 |
| met4 | 0 | 0.64 | 1.78 |
| met3 | 2 | 3.3 | 3.61 |
| met1 | 724 | 52 | 27.3 |
| li1 | 739 | - | - |
cell type report:
type                            instances  share of cell area, %
Multi-Input combinational cell        140                   47.2
Timing Repair Buffer                    5                   2.23
Clock buffer                            7                   4.78
Inverter                                7                   1.30
Clock inverter                          1                  0.248
Sequential cell                        33                   41.0
Tap cell                               52                   3.23
Power figures rest on the tool's default switching activity, not on a simulated workload.
