### /design/flow/config.mk
export PLATFORM = sky130hd
export DESIGN_NAME = div_clk_to_1Hz
export DESIGN_NICKNAME = div_clk_to_1Hz
export VERILOG_FILES = /design/flow/design.v
export SDC_FILE = /design/flow/constraint.sdc
export NUM_CORES = 4
export LEC_CHECK = 1
export CORE_UTILIZATION = 30
### /design/flow/constraint.sdc
current_design div_clk_to_1Hz

set clk_period 6.2
set clk_io_pct 0.2

create_clock -name clk0 -period $clk_period [get_ports {clk}]

set non_clock_inputs [all_inputs -no_clocks]
set_input_delay [expr $clk_period * $clk_io_pct] -clock clk0 $non_clock_inputs
set_output_delay [expr $clk_period * $clk_io_pct] -clock clk0 [all_outputs]
### /design/flow/design.v
module div_clk_to_1Hz(
    input clk,
    input rst,
    output reg div_clk
);
    reg [31:0] temp_clk;
    always @(posedge clk or negedge rst)
    begin
        if(!rst) begin
            temp_clk <= 0;
            div_clk <=0; 
        end 
        else begin
            if(temp_clk <49_999_999) begin
                temp_clk <=temp_clk +1;
                div_clk <= 0; 
            end 
            else if(temp_clk >= 49_999_999 && temp_clk <99_999_999) begin
                temp_clk <= temp_clk +1;
                div_clk <=1; 
            end
            else begin
                temp_clk <=0;
                div_clk <=0; 
            end 
        end
    end 
endmodule 
### /design/flow/run.sh
#!/bin/bash
# OpenROAD 26Q1-2900-gdf79404cd8, Yosys 0.63+post, stock flow scripts
make -C /OpenROAD-flow-scripts/flow DESIGN_CONFIG=/design/flow/config.mk WORK_HOME=/design/flow/orfs finish
==> qor.yml <==
setup_path:
  required_ns: 6.35
  r2r-end: "temp_clk[21]$_DFF_PN0_"
  critical_path.endpoint: "temp_clk[21]$_DFF_PN0_"
  cp-start-kind: "register"
  arrival_ns: 2.55
  r2r_cells: 5
  crit_fanout: 15
  cp-end-kind: "register"
  r2r_slack_ns: 3.80
  r2r_start: "temp_clk[30]$_DFF_PN0_"
  cp-startpoint: "temp_clk[30]$_DFF_PN0_"
  timing_worst_setup_path_type: "reg2reg"
clock_network:
  cts_buffers: 5
  cts_resized: 0
  clk_pin_slew_ns: 0.06
  clockRootBuffer: "clkbuf_8"
  ctsHoldBuffers: 0
  clkLatencyLatePin_ns: 0.28
  clk_path_buf_depth: 2
  post_cts_buffers: 0
  clock_sinks: 33
  cts_htree_levels: 2
  cts_tree: "done"
detailed_routing:
  firstDrtPassIters: 4
  drc_errors: 0
  wire_per_inst_um: 13.8
  wl_mm: 3.47
  insertedDiodeCount: 0
  vias: 1342
  detail_route.iter0.violations: 88
  ant_nets: 0
  viasPerCell: 5.35
global_routing:
  grt_pass1_wl_mm: 6.17
  antenna_found_initial: 0
  grt_pass1_vias: 1310
  groute.usage.overall: 0.127
  overflow: 0
  grt_max_degree: 34
synth:
  synth_cell_types: 41
  async_reset_ff_frac: 1.00
  topCellsByArea: "dfrtp_1 (47%), a21oi_1 (4.8%), xnor2_1 (4.0%)"
  ys.warnings.count: 1
  yosys_area_um2: 1770
  ys_cells: 172
  yosysTopAreaCell: "dfrtp_1"
  ys_seq_frac: 0.467
  ys_ff: 33
  syn_area_um2: 1770
  postSynthAreaPerCell_um2: 10.3
  netlist_instances: 172
  yosysTopAreaCellShare: 0.467
  ys.flop_type: "dfrtp_1"
  edf_count: 0
layout:
  area_growth_pct: 9.99
  final_layout_size_suffix_gt1_frac: 0.101
  finalInstanceArea_um2: 1940
power:
  powerDensity_nw_per_um2: 195
  leakage_nw: 0.719
  vdd_drop_max_v: 0.0000944
  finalPower_w: 0.000380
placement:
  place_ws_ns: 3.79
  portBuffers: 2
  dp_hpwl_mm: 2.29
  dpl_cell_area_um2: 1860
  place_congestion: 0.790
run_status:
  outcome: "complete, no violations"
timing:
  finalClockPeriodUsage: 0.387
  maxSlewViolCount: 0
  finClkSkew_ns: 0.00460
  fin_ws_ns: 3.80
  setup-violations-final: 0
  grt_setup_unrepaired: "false"
  fin_tns_setup_ns: 0
  finalHoldViolCount: 0
  max_freq_ghz: 0.417
  tightest_slew_ns: 0.642
  slew_headroom: 0.568
  period_minus_slack_ns: 2.40
floorplan:
  die-area_um2: 6200
  die_width_um: 78.7
  ios: 3
  fp_util: 0.315
  core_region_area_um2: 5610
  std_cell_rows: 27
  die.size.y_um: 78.7
flow_run:
  tool_warnings: 25
  maxCapViolCount: 0
worst_hold_path:
  worstHoldStart: "temp_clk[0]$_DFF_PN0_"
  hold_path.class: "reg2reg"
## synthesized netlist by cell type (2+ instances only)
| cell type | n |
|---|---|
| a21oi_1 | 17 |
| a22oi_1 | 7 |
| a22oi_2 | 3 |
| a31oi_1 | 2 |
| and3_1 | 7 |
| and4_1 | 4 |
| buf_2 | 2 |
| buf_6 | 2 |
| clkbuf_1 | 6 |
| dfrtp_1 | 33 |
| inv_1 | 2 |
| nand2_1 | 9 |
| nand2b_1 | 2 |
| nand3_1 | 8 |
| nand4_1 | 8 |
| nand4b_1 | 2 |
| nor2_1 | 3 |
| nor3_1 | 3 |
| nor4_1 | 4 |
| o21ai_0 | 6 |
| o31ai_1 | 3 |
| or3_1 | 3 |
| or4_1 | 5 |
| or4_4 | 2 |
| xnor2_1 | 8 |
| xor2_1 | 6 |
## critical path, stage by stage (launching register included)
cell,delay (ns)
dfrtp_1,0.36
or4_4,0.53
or3_4,0.35
o311ai_4,0.58
buf_4,0.34
a22oi_1,0.12
## placed cells by master, fill, tap and decap left out, types with 2 or more instances in the layout
cell and count:
xor2_1 6, a22oi_2 3, xnor2_1 8, clkbuf_1 3, nand3_1 8, clkbuf_8 5
a31oi_1 2, and3_1 7, nor4_1 4, dfrtp_1 33, and4_1 4, nand2b_1 2
nand4_1 8, or3_1 3, nand2_1 9, conb_1 5, clkdlybuf4s50_1 2, a21oi_1 17
nor2_1 3, buf_4 3, a22oi_1 7, o21ai_0 6, inv_1 2, o31ai_1 3
nor3_1 3, nand4b_1 2, or4_1 5, or4_4 2
## registers in the layout (all words and copies together), names as in the netlist
register	count
div_clk	1
temp_clk	32
## logic make-up after synthesis
group	after synthesis	synth area share
other	1	0.00212
AND/OR/NAND/NOR	64	0.232
flip-flops	33	0.467
buffers and inverters	12	0.0354
XOR/XNOR	14	0.0694
adder cells (fa/ha/maj)	1	0.00708
AND-OR/OR-AND	47	0.186
## layer usage
metal  vias up  wire length [µm]  track usage
met1       645              1790        0.197
li1        665                 -            -
met2        26              1500        0.190
met4         0                53       0.0222
met5         -                 0            0
met3         6               123       0.0222
## stage by stage
step,utilization,std cells,hold WS (ns)
after floorplan,-,176,0.442
after global placement,0.332,243,0.470
after CTS,0.346,251,0.476
after global routing,0.346,251,0.511
after detailed placement,0.332,243,0.467
final,0.346,251,0.473
## worst min-delay path by stage
stage	to	slack (ns)	depth (start not counted)
6_report	temp_clk[0]$_DFF_PN0_	0.47	1
5_1_grt	temp_clk[0]$_DFF_PN0_	0.51	1
4_1_cts	temp_clk[0]$_DFF_PN0_	0.48	1
## layout make-up
class / count / area [µm²]
Multi-Input combinational cell: 131 / 897
Tap cell: 72 / 90.1
Inverter: 2 / 7.51
Clock buffer: 8 / 80.1
Sequential cell: 33 / 826
Timing Repair Buffer: 5 / 42.5
Fill cell: 569 / 3660
## report_power, final
part,leakage (nW),internal [W],switching [W]
clock,0.0395,0.0000796,0.0000724
combinational,0.231,0.00000254,0.00000683
sequential,0.449,0.000217,0.000000754
Power figures rest on the tool's default switching activity, not on a simulated workload.
